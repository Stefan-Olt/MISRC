## flow/config.mk

```make
export PLATFORM = sky130hd
export DESIGN_NAME = tmds_channel
export DESIGN_NICKNAME = tmds_channel
export VERILOG_FILES = /design/flow/design.v
export SDC_FILE = /design/flow/constraint.sdc
export NUM_CORES = 4
export LEC_CHECK = 1
export CORE_UTILIZATION = 30
```

## flow/constraint.sdc

```tcl
current_design tmds_channel

set clk_period 10.3
set clk_io_pct 0.2

create_clock -name clk0 -period $clk_period [get_ports {clk_pixel}]

set non_clock_inputs [all_inputs -no_clocks]
set_input_delay [expr $clk_period * $clk_io_pct] -clock clk0 $non_clock_inputs
set_output_delay [expr $clk_period * $clk_io_pct] -clock clk0 [all_outputs]
```

## flow/design.v

```verilog
module tmds_channel (
	clk_pixel,
	video_data,
	data_island_data,
	control_data,
	mode,
	tmds
);
	parameter [1:0] CN = 0;
	input wire clk_pixel;
	input wire [7:0] video_data;
	input wire [3:0] data_island_data;
	input wire [1:0] control_data;
	input wire [2:0] mode;  
	output reg [9:0] tmds = 10'b1101010100;
	reg signed [4:0] acc = 5'sd0;
	reg [8:0] q_m;
	reg [9:0] q_out;
	wire [9:0] video_coding;
	assign video_coding = q_out;
	reg [3:0] N1D;
	reg signed [4:0] N1q_m07;
	reg signed [4:0] N0q_m07;
	always @(*) begin
		N1D = video_data[0] + video_data[1] + video_data[2] + video_data[3] + video_data[4] + video_data[5] + video_data[6] + video_data[7];
		case (q_m[0] + q_m[1] + q_m[2] + q_m[3] + q_m[4] + q_m[5] + q_m[6] + q_m[7])
			4'b0000: N1q_m07 = 5'sd0;
			4'b0001: N1q_m07 = 5'sd1;
			4'b0010: N1q_m07 = 5'sd2;
			4'b0011: N1q_m07 = 5'sd3;
			4'b0100: N1q_m07 = 5'sd4;
			4'b0101: N1q_m07 = 5'sd5;
			4'b0110: N1q_m07 = 5'sd6;
			4'b0111: N1q_m07 = 5'sd7;
			4'b1000: N1q_m07 = 5'sd8;
			default: N1q_m07 = 5'sd0;
		endcase
		N0q_m07 = 5'sd8 - N1q_m07;
	end
	reg signed [4:0] acc_add;
	integer i;
	always @(*) begin
		if ((N1D > 4'd4) || ((N1D == 4'd4) && (video_data[0] == 1'd0))) begin
			q_m[0] = video_data[0];
			for (i = 0; i < 7; i = i + 1)
				q_m[i + 1] = q_m[i] ~^ video_data[i + 1];
			q_m[8] = 1'b0;
		end
		else begin
			q_m[0] = video_data[0];
			for (i = 0; i < 7; i = i + 1)
				q_m[i + 1] = q_m[i] ^ video_data[i + 1];
			q_m[8] = 1'b1;
		end
		if ((acc == 5'sd0) || (N1q_m07 == N0q_m07)) begin
			if (q_m[8]) begin
				acc_add = N1q_m07 - N0q_m07;
				q_out = {~q_m[8], q_m[8], q_m[7:0]};
			end
			else begin
				acc_add = N0q_m07 - N1q_m07;
				q_out = {~q_m[8], q_m[8], ~q_m[7:0]};
			end
		end
		else if (((acc > 5'sd0) && (N1q_m07 > N0q_m07)) || ((acc < 5'sd0) && (N1q_m07 < N0q_m07))) begin
			q_out = {1'b1, q_m[8], ~q_m[7:0]};
			acc_add = (N0q_m07 - N1q_m07) + (q_m[8] ? 5'sd2 : 5'sd0);
		end
		else begin
			q_out = {1'b0, q_m[8], q_m[7:0]};
			acc_add = (N1q_m07 - N0q_m07) - (~q_m[8] ? 5'sd2 : 5'sd0);
		end
	end
	always @(posedge clk_pixel) acc <= (mode != 3'd1 ? 5'sd0 : acc + acc_add);
	reg [9:0] control_coding;
	always @(*)
	begin
		case (control_data)
			2'b00: control_coding = 10'b1101010100;
			2'b01: control_coding = 10'b0010101011;
			2'b10: control_coding = 10'b0101010100;
			2'b11: control_coding = 10'b1010101011;
		endcase
	end
	reg [9:0] terc4_coding;
	always @(*)
	begin
		case (data_island_data)
			4'b0000: terc4_coding = 10'b1010011100;
			4'b0001: terc4_coding = 10'b1001100011;
			4'b0010: terc4_coding = 10'b1011100100;
			4'b0011: terc4_coding = 10'b1011100010;
			4'b0100: terc4_coding = 10'b0101110001;
			4'b0101: terc4_coding = 10'b0100011110;
			4'b0110: terc4_coding = 10'b0110001110;
			4'b0111: terc4_coding = 10'b0100111100;
			4'b1000: terc4_coding = 10'b1011001100;
			4'b1001: terc4_coding = 10'b0100111001;
			4'b1010: terc4_coding = 10'b0110011100;
			4'b1011: terc4_coding = 10'b1011000110;
			4'b1100: terc4_coding = 10'b1010001110;
			4'b1101: terc4_coding = 10'b1001110001;
			4'b1110: terc4_coding = 10'b0101100011;
			4'b1111: terc4_coding = 10'b1011000011;
		endcase
	end
	wire [9:0] video_guard_band;
	generate
		if ((CN == 0) || (CN == 2)) begin : genblk1
			assign video_guard_band = 10'b1011001100;
		end
		else begin : genblk1
			assign video_guard_band = 10'b0100110011;
		end
	endgenerate
	wire [9:0] data_guard_band;
	generate
		if ((CN == 1) || (CN == 2)) begin : genblk2
			assign data_guard_band = 10'b0100110011;
		end
		else begin : genblk2
			assign data_guard_band = (control_data == 2'b00 ? 10'b1010001110 : (control_data == 2'b01 ? 10'b1001110001 : (control_data == 2'b10 ? 10'b0101100011 : 10'b1011000011)));
		end
	endgenerate
	always @(posedge clk_pixel)
	begin
		case (mode)
			3'd0: tmds <= control_coding;
			3'd1: tmds <= video_coding;
			3'd2: tmds <= video_guard_band;
			3'd3: tmds <= terc4_coding;
			3'd4: tmds <= data_guard_band;
		endcase
	end
endmodule
```

## flow/run.sh

```bash
#!/bin/bash
# OpenROAD 26Q1-2900-gdf79404cd8, Yosys 0.63+post, stock flow scripts
make -C /OpenROAD-flow-scripts/flow DESIGN_CONFIG=/design/flow/config.mk WORK_HOME=/design/flow/orfs finish
```

==> results.cfg <==
; yosys + openroad results
[outcome]
status = finished clean

[synth]
netlist_instances = 317
avgSynthCellArea_um2 = 8.05
synth_area_um2 = 2550
synth-edff-count = 10
ff_type = edfxtp_1
yosysWarningCount = 1
ys_seq_share_pct = 14.9
top_cell_area_share_pct = 14.2
ys_cells = 317
yosys-top-cells-area = ha_1 (14%), edfxtp_1 (12%), fa_1 (7.1%)
async_reset_ff_share_pct = 0
netlist-cell-type-count = 63
ys.flops = 14
largest_area_cell = ha_1
ys_area_um2 = 2550

[worst_setup_path]
cp.required_ns = 10.42
crit_buf_inv = 5
crit_path_end_kind = flip-flop
crit_fanout = 6
worstPathArrival_ns = 9.92
cp_slowest_cell = fa_1
cpPeakStageDelay_ns = 0.56
cpMostUsedCell = fa_1
worstSetupStartpointType = primary input
cp_top_family = adder cells
crit_type = in2reg

[final_timing]
fin_crit_sh_pct = 95.1
relSlewSlack_pct = 62.6
fin_tns_setup_ns = 0
skew_ns = 0.000962
fin_ws_ns = 0.505
timing.final.crit_period_ns = 9.79
slew_violations = 0
rsz0062_at_grt = false
fmax_mhz = 102
finalHoldViolCount = 0
worstMarginPinSlew_ns = 0.559
setup_violations = 0

[finish]
instances_no_fill = 467
area_delta_synth_final_pct = 28.1
drive_above_1_share_pct = 19.9
final_area_um2 = 3270

[global_route]
grt_pass1_vias = 2085
grt_max_degree = 20
grt_pass1_wl_um = 9640
grt_usage_pct = 13.9
grt_overflow = 0
antenna_found_initial = 0

[route]
wl_met3_um = 240
antenna_cells = 0
vias = 2335
drt-vias-per-instance = 5.00
wl_met2_um = 2440
wl_per_cell_um = 12.2
postRouteAntennaNets = 0
drtPass1Iterations = 4
highest_layer = met4
drc = 0
wl_met1_um = 3020
drt_iter0_markers = 217
routed_wl_um = 5720

[flow_run]
warnings = 39
cap_violations = 0

[die]
fp_util_pct = 31.0
ios = 28
die_w_um = 94.2
die_area_um2 = 8880
rows = 33
core-area_um2 = 8220
die_h_um = 94.2

[clock_network]
ctsHoldBuffers = 0
root_buffer = clkbuf_8
cts-buffers-inserted = 3
cts.clk_slew.worst_paths_ns = 0.05
cts_tree = built
clock_sinks = 14
htree_num_levels = 1
insertion_delay_ns = 0.24
clock_path_buffers = 2

[placement]
dp_cells = 460
hpwl_um = 4650
dpl_worst_slack_ns = -0.181
place_area_um2 = 3120
io_buffers = 27
gp_congestion = 0.929

[min_path]
hp-class = reg2reg
==> routing by layer <==
layer	global-route usage, %	up-vias
met5	0	-
met4	0.641	0
met3	1.15	2
met2	21.0	61
met1	22.8	1055
li1	-	1217
==> worst paths after layout <==
| check | from | to | slack (ns) | cells past startpoint |
|---|---|---|---|---|
| max | video_data[3] | acc[4]$_SDFF_PN0_ | 0.51 | 33 |
| min | acc[1]$_SDFF_PN0_ | acc[1]$_SDFF_PN0_ | 0.66 | 2 |
| max reg2reg | acc[2]$_SDFF_PN0_ | acc[4]$_SDFF_PN0_ | 7.57 | 12 |
| min reg2reg | acc[1]$_SDFF_PN0_ | acc[1]$_SDFF_PN0_ | 0.66 | 2 |
==> stage by stage <==
stage	hold WS (ns)	utilization (%)
after detailed placement	0.594	38.0
after CTS	0.620	38.6
final	0.657	39.8
after floorplan	0.566	-
after global placement	0.604	38.0
after global routing	0.714	39.8
==> final cells by class <==
cell class / count / area, um^2
clock buffers: 4 / 45.0
inverters: 26 / 97.6
repair buffers: 59 / 522
well taps: 105 / 131
fillers: 806 / 4950
multi-input cells: 259 / 2090
flip-flops and latches: 14 / 380
==> cells in the mapped netlist (4+ instances only) <==
cell type	n
ha_1	29
a21oi_1	26
nor2_1	25
inv_1	23
nand2_1	23
o21ai_0	13
xnor2_1	13
clkbuf_1	12
nor3_1	12
edfxtp_1	10
fa_1	9
nand2b_1	8
xor2_1	8
nand3_1	7
nor2b_1	7
a211oi_1	6
o21ai_1	5
xnor2_2	5
a31oi_1	4
dfxtp_1	4
or2_2	4
==> logic make-up after synthesis <==
| family | count (synthesis) | synth area share, % |
|---|---|---|
| DFF | 14 | 14.9 |
| AOI/OAI and AO/OA | 88 | 23.0 |
| xor gates and xnor gates | 29 | 13.0 |
| and+or+nand+nor | 101 | 19.6 |
| adders and majority gates | 38 | 21.3 |
| muxes | 3 | 1.18 |
| buffers and inverters | 44 | 7.01 |
==> layout by cell type, fill, tap and decap left out, types with 4 or more instances in the layout <==
master and count:
xor2_1 7, a211oi_1 6, a21oi_1 24, nand2_1 20
inv_1 22, nor3_1 12, ha_1 25, inv_2 4
nand3_1 7, o21ai_0 12, nor2b_1 7, nand2b_1 7
xnor2_2 5, buf_4 31, dfxtp_1 4, edfxtp_1 10
nor2_1 25, fa_1 8, o21ai_1 6, clkdlybuf4s50_1 24
xnor2_1 12
==> registers in the layout, indices dropped and copies added (netlist names) <==
signal / count
acc: 4
tmds: 10
==> worst reg2reg max path, cell delays in order (launching register included) <==
cell	delay [ns]
dfxtp_1	0.35
nor3_1	0.35
a211o_1	0.20
a311o_1	0.23
o211ai_4	0.12
or2_4	0.27
a31oi_2	0.20
ha_1	0.25
a21o_1	0.16
a21oi_2	0.13
xnor2_1	0.15
o21ai_1	0.08
nor3b_1	0.14
==> what timing repair did <==
item | in CTS | in global routing
setup endpoints to repair | 0 | 3
setup buffers | 0 | 3
gates resized | 0 | 19
