==> design/flow/config.mk <==
export PLATFORM = sky130hd
export DESIGN_NAME = packet_assembler
export DESIGN_NICKNAME = packet_assembler
export VERILOG_FILES = /design/flow/design.v
export SDC_FILE = /design/flow/constraint.sdc
export NUM_CORES = 4
export LEC_CHECK = 1
export CORE_AREA = 10 10 181 181
export DIE_AREA = 0 0 191 191
==> design/flow/run.sh <==
#!/bin/bash
# OpenROAD 26Q1-2900-gdf79404cd8, Yosys 0.63+post, stock flow scripts
make -C /OpenROAD-flow-scripts/flow DESIGN_CONFIG=/design/flow/config.mk WORK_HOME=/design/flow/orfs finish
==> design/flow/design.v <==
module packet_assembler (
	clk_pixel,
	reset,
	data_island_period,
	header,  
	sub,
	packet_data,  
	counter
);
	input wire clk_pixel;
	input wire reset;
	input wire data_island_period;
	input wire [23:0] header;
	input wire [223:0] sub;
	output wire [8:0] packet_data;
	output reg [4:0] counter = 5'd0;
	always @(posedge clk_pixel)
	begin
		if (reset)
			counter <= 5'd0;
		else if (data_island_period)
			counter <= counter + 5'd1;
	end
	wire [5:0] counter_t2 = {counter, 1'b0};
	wire [5:0] counter_t2_p1 = {counter, 1'b1};
	reg [39:0] parity = 40'h0000000000;
	wire [63:0] bch [3:0];
	assign bch[0] = {parity[0+:8], sub[0+:56]};
	assign bch[1] = {parity[8+:8], sub[56+:56]};
	assign bch[2] = {parity[16+:8], sub[112+:56]};
	assign bch[3] = {parity[24+:8], sub[168+:56]};
	wire [31:0] bch4 = {parity[32+:8], header};
	assign packet_data = {bch[3][counter_t2_p1], bch[2][counter_t2_p1], bch[1][counter_t2_p1], bch[0][counter_t2_p1], bch[3][counter_t2], bch[2][counter_t2], bch[1][counter_t2], bch[0][counter_t2], bch4[counter]};
	function automatic [7:0] next_ecc;
		input [7:0] ecc, next_bch_bit;
	begin
		next_ecc = (ecc >> 1) ^ (ecc[0] ^ next_bch_bit ? 8'b10000011 : 8'd0);
	end
	endfunction
	wire [7:0] parity_next [4:0];
	wire [31:0] parity_next_next;
	genvar i;
	generate
		for (i = 0; i < 5; i = i + 1) begin : parity_calc
			if (i == 4) begin : genblk1
				assign parity_next[i] = next_ecc(parity[i * 8+:8], header[counter]);
			end
			else begin : genblk1
				assign parity_next[i] = next_ecc(parity[i * 8+:8], sub[(i * 56) + counter_t2]);
				assign parity_next_next[i * 8+:8] = next_ecc(parity_next[i], sub[(i * 56) + counter_t2_p1]);
			end
		end
	endgenerate
	always @(posedge clk_pixel)
	begin
		if (reset)
			parity <= 40'h0000000000;
		else if (data_island_period) begin
			if (counter < 5'd28) begin   
				parity[0+:32] <= parity_next_next;
				if (counter < 5'd24)   
					parity[32+:8] <= parity_next[4];
			end
			else if (counter == 5'd31)
				parity <= 40'h0000000000;  
		end
		else
			parity <= 40'h0000000000;
	end
endmodule
==> design/flow/constraint.sdc <==
current_design packet_assembler

set clk_period 7.5
set clk_io_pct 0.2

create_clock -name clk0 -period $clk_period [get_ports {clk_pixel}]

set non_clock_inputs [all_inputs -no_clocks]
set_input_delay [expr $clk_period * $clk_io_pct] -clock clk0 $non_clock_inputs
set_output_delay [expr $clk_period * $clk_io_pct] -clock clk0 [all_outputs]
==> GITHUB_STEP_SUMMARY <==
### Flow metrics

| Metric | Value |
|---|---|
| WP data required | `6.00 ns` |
| Routed wl met2 | `10300 um` |
| Hold_sp | `parity[17]` |
| Latency at later pin | `0.29 ns` |
| Top Layout Cells | `264 x clkdlybuf4s50_1, 56 x mux2i_1, 43 x nor2_1, 42 x dfxtp_1, 39 x mux4_2` |
| Clock sink total | `approximately 45` |
| Floorplan utilization | `16.0%` |
| Status | `finished clean` |
| Reg2reg end | `parity[9]` |
| Total of max-cap violations | `0` |
| Comb power frac | `42.2%` |
| Yosys stat chip area | `~0.0046 sq mm` |
| Hold path depth | `2` |
| Die width | `191 um` |
| Reg-to-reg slack, setup | `4.09 ns` |
| FF-to-FF path depth | `9` |
| Final Cycle Share | `between 70% and 80%` |
| Vias per Instance | `4.40` |
| Largest net degree at the start of global routing | `45` |
| Setup bufs post-CTS | `0` |
| Final setup fails | `0` |
| Worst Setup SP | `header[6]` |
| DRC | `0` |
| Share of synthesized registers carrying an async set or reset | `0%` |
| I/O Pins | `about 270` |
| Post-CTS sizing | `0` |
| Yosys cell count | `about 460` |
| Slew Viols, Final | `0` |
| Reg power frac | `29.6%` |
| Dominant flop cell | `dfxtp_1` |
| Hpwl dp | `18000 um` |
| DRT Pass-1 Iters | `6` |
| Register bit total from synthesis | `45` |
| Synth cell types | `53` |
| Sequential share of the synthesized area | `between 10% and 20%` |
| Log Warnings | `25` |
| Final core occ | `26.7%` |
| Comb area | `roughly 0.0034 sq mm` |
| Cells after synthesis | `463` |
| Vias in the first global route | `5036` |
| Vias | `4784` |
| Hold_buf cts | `0` |
| Synth warnings | `1` |
| Most frequent logic cell in the layout | `clkdlybuf4s50_1` |
| EDFF count, synth | `0` |
| First-pass GRT wire length | `roughly 32000 um` |
| Antenna cells | `0` |
| Root Driver | `clkbuf_16` |
| Worst min-delay path category | `reg -> reg` |
| Syn avg cell area | `about 10 sq um` |
| Top routing layer used | `met4` |
| Placer congestion estimate | `0.900` |
| Antenna violations before repair | `1` |
| Post-synth top area share | `roughly a fifth` |
| Deepest clock path buffer count | `2` |
| Worst vdd rail ir drop | `0.0000824 V` |
| Num rows | `62` |
| CTS buffer count | `5` |
| Worst reg2reg startpoint | `counter[1]` |
| Global Route Usage Sum | `11.7%` |
| Switching part of the total | `28.2%` |
| CTS tree | `done` |
| WL final | `21900 um` |
| Drt first-iter violations | `334` |
| Clock power frac | `28.1%` |
| Clock Pin Slew Worst Setup and Hold Paths | `0.06 ns` |
| Die H | `191 um` |
| Crit path capture type | `output pin` |
| Die area | `0.0365 sq mm` |
| Layout cells sized above 1 | `11.4%` |
| Metal3 WL | `2240 um` |
| Cell area leaders | `dfxtp_1 20%, mux4_2 19%, mux2i_1 12%, mux4_1 4.6%, a21oi_1 4.0%` |
| P_int | `0.693 mW` |
| Minimum clock period after layout | `5.26 ns` |
| Port bufs | `between 200 and 300` |
| P_leak | `about 2.6 nW` |
| Core ar. | `0.0288 sq mm` |
| Cell Area, Synth | `0.00461 sq mm` |
| Wire per inst | `20.1 um` |
| Setup TNS | `0 ns` |
| RSZ-0062 raised after global routing | `no` |
| Post-synth top area cell | `dfxtp_1` |
| Area Growth Syn to Fin | `67.0%` |
| Max_slew headroom | `between 40 and 50%` |
| Crit path DAT | `3.76 ns` |
| Sequential cell area | `910 sq um` |
| Highest Clock Rate | `190 MHz` |
| Sw power | `about 0.27 mW` |
| Hold Path End | `parity[17]` |
| M1 WL | `9230 um` |
| CP startpoint kind | `primary input` |
| Remaining global-route overflow | `0` |
| Final hold vios | `0` |
| PnR Total Power | `0.965 mW` |
| Crit Path Class | `in -> out` |
| Worst slew pin tran | `about 0.76 ns` |
| H-Tree Depth | `2` |
| Power density over the cells | `approximately 130 mW/mm^2` |
| Fillers | `around 3000` |
| Clk_skew | `0.00242 ns` |
| DRT antenna net count | `0` |
| Crit-path max FO | `3` |
## per-stage QoR
step / std cells / cell area (sq um) / setup slack, ns / hold WS, ns
global placement: 1079 / 7510 / 2.20 / 0.464
detailed placement: 1079 / 7510 / 2.19 / 0.475
global route: 1087 / 7690 / 2.06 / 0.510
floorplan: 463 / 4610 / 3.30 / 0.450
finish: 1087 / 7690 / 2.24 / 0.491
CTS: 1087 / 7690 / 2.19 / 0.487
## registers in the layout, indices dropped and copies added, names as in the netlist
register  flops
counter       5
parity       40
## metal layers
layer	global-route usage (%)	vias to the layer above
met1	15.4	2278
met4	0.757	0
met2	19.1	214
met3	4.00	13
met5	0	-
li1	-	2279
## worst max-delay path, stage by stage
cell	delay (ns)
clkdlybuf4s50_1	0.41
mux4_1	0.49
mux2_2	0.31
o21ai_1	0.22
o22ai_1	0.18
o21bai_1	0.19
clkdlybuf4s50_1	0.47
## synth_stat cells, drive strengths merged (2+ instances only)
cell and instances:
a211oi 15, a21oi 37, a221oi 5, a22oi 21, a32oi 4, and2 2, and3 27, buf 25
clkbuf 17, dfxtp 45, ha 2, inv 2, mux2 7, mux2i 56, mux4 47, nand2 28
nand2b 2, nand3 4, nand3b 2, nor2 44, nor2b 4, nor3 3, o21a 3, o21ai 8
o221ai 6, o22ai 6, xnor2 17, xor2 11
## cell type report
type,instances,area share [%]
multi-input cells,374,44.1
repair buffers,274,35.3
flip-flops and latches,45,11.8
well taps,384,6.24
clock buffers,6,1.95
clock inverters,2,0.455
inverters,2,0.0976
## power groups by stage
stage | clock network, mW | logic, mW | registers (mW)
after CTS | 0.276 | 0.414 | 0.287
after global routing | 0.288 | 0.444 | 0.290
final | 0.272 | 0.408 | 0.286
## cells by family (layout without fill, tap and decap cells)
logic type | after synthesis | in the layout | synth area share, %
AOI/OAI and AO/OA | 111 | 111 | 17.1
xor gates and xnor gates | 28 | 28 | 5.49
adders and majority gates | 2 | 2 | 0.543
buffers and inverters | 44 | 284 | 6.79
DFF | 45 | 45 | 19.6
muxes | 110 | 110 | 37.6
and+or+nand+nor | 123 | 123 | 13.0
## worst max path at each step
stage                    end  slack [ns]  cells after the start
CTS           packet_data[0]        2.19                      7
global route  packet_data[0]        2.06                      7
finish        packet_data[0]        2.24                      7
Power figures rest on the tool's default switching activity, not on a simulated workload.
